<file path="flow/design.v">
package SLC3_2;
   parameter op_ADD = 4'b0001;  
   parameter op_AND = 4'b0101;
   parameter op_NOT = 4'b1001;
   parameter op_BR  = 4'b0000;
   parameter op_JMP = 4'b1100;
   parameter op_JSR = 4'b0100;
   parameter op_LDR = 4'b0110;
   parameter op_STR = 4'b0111;
   parameter op_PSE = 4'b1101;
   parameter NO_OP = 15'b0;    
   parameter R0 = 3'b000;       
   parameter R1 = 3'b001;
   parameter R2 = 3'b010;
   parameter R3 = 3'b011;
   parameter R4 = 3'b100;
   parameter R5 = 3'b101;
   parameter R6 = 3'b110;
   parameter R7 = 3'b111;
   parameter p   = 3'b001;      
   parameter z   = 3'b010;
   parameter zp  = 3'b011;
   parameter n   = 3'b100;
   parameter np  = 3'b101;
   parameter nz  = 3'b110;
   parameter nzp = 3'b111;
   parameter outHEX = -1;
   parameter inSW = -1;
   function [15:0] opCLR ( input [2:0] DR );
      opCLR[15:12] = op_AND;
      opCLR[11: 9] = DR;
      opCLR[ 8: 6] = DR;
      opCLR[ 5   ] = 1'b1;
      opCLR[ 4: 0] = 5'b0;
   endfunction
   function [15:0] opAND ( input [2:0] DR, SR1, SR2 );
      opAND[15:12] = op_AND;
      opAND[11: 9] = DR;
      opAND[ 8: 6] = SR1;
      opAND[ 5: 3] = 3'b0;
      opAND[ 2: 0] = SR2;
   endfunction
   function [15:0] opANDi ( input [2:0] DR, SR, integer imm5 );
      opANDi[15:12] = op_AND;
      opANDi[11: 9] = DR;
      opANDi[ 8: 6] = SR;
      opANDi[ 5   ] = 1'b1;
      opANDi[ 4: 0] = imm5[4:0];
   endfunction
   function [15:0] opADD ( input [2:0] DR, SR1, SR2 );
      opADD[15:12] = op_ADD;
      opADD[11: 9] = DR;
      opADD[ 8: 6] = SR1;
      opADD[ 5: 3] = 3'b0;
      opADD[ 2: 0] = SR2;
   endfunction
   function [15:0] opADDi ( input [2:0] DR, SR, integer imm5 );
      opADDi[15:12] = op_ADD;
      opADDi[11: 9] = DR;
      opADDi[ 8: 6] = SR;
      opADDi[ 5   ] = 1'b1;
      opADDi[ 4: 0] = imm5[4:0];
   endfunction
   function [15:0] opINC ( input [2:0] DR );
      opINC[15:12] = op_ADD;
      opINC[11: 9] = DR;
      opINC[ 8: 6] = DR;
      opINC[ 5   ] = 1'b1;
      opINC[ 4: 0] = 1;
   endfunction
   function [15:0] opDEC ( input [2:0] DR );
      opDEC[15:12] = op_ADD;
      opDEC[11: 9] = DR;
      opDEC[ 8: 6] = DR;
      opDEC[ 5   ] = 1'b1;
      opDEC[ 4: 0] = -1;
   endfunction
   function [15:0] opNOT ( input [2:0] DR, SR );
      opNOT[15:12] = op_NOT;
      opNOT[11: 9] = DR;
      opNOT[ 8: 6] = SR;
      opNOT[ 5: 0] = 5'b1;
   endfunction
   function [15:0] opBR ( input [2:0] condition, integer PCoffset9 );
      opBR[15:12] = op_BR;
      opBR[11: 9] = condition;
      opBR[ 8: 0] = PCoffset9[8:0];
   endfunction
   function [15:0] opJMP ( input [2:0] BaseR );
      opJMP[15:12] = op_JMP;
      opJMP[11: 9] = 3'b0;
      opJMP[ 8: 6] = BaseR;
      opJMP[ 5: 0] = 6'b0;
   endfunction
   function [15:0] opRET ( );
      opRET[15:12] = op_JMP;
      opRET[11: 9] = 3'b0;
      opRET[ 8: 6] = R7;
      opRET[ 5: 0] = 6'b0;
   endfunction
   function [15:0] opJSR ( input integer PCoffset11 );
      opJSR[15:12] = op_JSR;
      opJSR[11   ] = 1'b1;
      opJSR[10: 0] = PCoffset11[10:0];
   endfunction
   function [15:0] opLDR ( input [2:0] DR, BaseR, integer offset6 );
      opLDR[15:12] = op_LDR;
      opLDR[11: 9] = DR;
      opLDR[ 8: 6] = BaseR;
      opLDR[ 5: 0] = offset6[5:0];
   endfunction
   function [15:0] opSTR ( input [2:0] SR, BaseR, integer offset6 );
      opSTR[15:12] = op_STR;
      opSTR[11: 9] = SR;
      opSTR[ 8: 6] = BaseR;
      opSTR[ 5: 0] = offset6[5:0];
   endfunction
   function [15:0] opPSE ( input [11:0] ledVect12 );
      opPSE[15:12] = op_PSE;
      opPSE[11: 0] = ledVect12;
   endfunction
endpackage
module MsgReg (
input logic [127:0]Data_In,
input logic CLK,
input logic Reset,
input logic Load,
output logic [127:0]Data_Out
);
always_ff @ (posedge CLK) begin
if(Reset) begin
	Data_Out <= 128'h0;
end
else if(Load) begin
	Data_Out <= Data_In;
end
else begin
    Data_Out <= Data_Out; 
end 
end
endmodule
</file>
<file path="flow/run.sh">
#!/bin/bash
# OpenROAD 26Q1-2900-gdf79404cd8, Yosys 0.63+post, stock flow scripts
make -C /OpenROAD-flow-scripts/flow DESIGN_CONFIG=/design/flow/config.mk WORK_HOME=/design/flow/orfs finish
</file>
<file path="flow/config.mk">
export PLATFORM = sky130hd
export DESIGN_NAME = MsgReg
export DESIGN_NICKNAME = MsgReg
export VERILOG_FILES = /design/flow/design.v
export SDC_FILE = /design/flow/constraint.sdc
export NUM_CORES = 4
export LEC_CHECK = 1
export CORE_AREA = 10 10 172 172
export DIE_AREA = 0 0 182 182
</file>
<file path="flow/constraint.sdc">
current_design MsgReg

set clk_period 1.0
set clk_io_pct 0.2

create_clock -name clk0 -period $clk_period [get_ports {CLK}]

set non_clock_inputs [all_inputs -no_clocks]
set_input_delay [expr $clk_period * $clk_io_pct] -clock clk0 $non_clock_inputs
set_output_delay [expr $clk_period * $clk_io_pct] -clock clk0 [all_outputs]
</file>
==> flow_metrics.env <==
# physical design summary
export IMPL_status="finished, violations left"
export IMPL_violations="negative setup slack"
export IMPL_yosysTopAreaCellShare_pct=55.1
export IMPL_die_area_sq_mm=0.0331
export IMPL_swShare_pct=22.6
export IMPL_drt_iter0_drc=157
export IMPL_die_x_um=182
export IMPL_maxSlewViolCount=0
export IMPL_relSlewSlack_pct=78.3
export IMPL_startpoint_type="register"
export IMPL_setup_viol=128
export IMPL_grt_pass1_vias=3858
export IMPL_drive_gt1_share_pct=44.2
export IMPL_final_core_util_pct=29.6
export IMPL_numSynthFlops=128
export IMPL_hold_violations=0
export IMPL_yosysCellCount=412
export IMPL_hold_class="input pin to register"
export IMPL_dr_pass1_iters=4
export IMPL_crit_slowest_cell="dfxtp_2"
export IMPL_pre_cts_slack_ps=-87.8
export IMPL_ys_seq_share_pct=55.1
export IMPL_worstSetupEndpointType="output pin"
export IMPL_synth_cell_type_count=7
export IMPL_critical_path_max_stage_delay_ps=320
export IMPL_power_switching_uw=3020
export IMPL_viasPerCell=3.64
export IMPL_rsz0062_at_grt="true"
export IMPL_cts_tree="done"
export IMPL_finalClockSkew_ps=0
export IMPL_path_cells="buf_2"
export IMPL_path_max_fanout=2
export IMPL_crit_type="register to output pin"
export IMPL_synth_cells=412
export IMPL_cts_made_buffers=17
export IMPL_floorplan_core_util_pct=18.0
export IMPL_simple_gate_area_share_pct=10.3
export IMPL_yosys_warnings=1
export IMPL_drcViolationCount=0
export IMPL_cts_sinks=128
export IMPL_p_clk_share_pct=46.2
export IMPL_finalWorstSetupSlack_ps=-44.4
export IMPL_finalCritPeriodShare_pct=104
export IMPL_mux_area_share_pct=27.5
export IMPL_arrival_ps=840
export IMPL_num_antenna_cells=0
export IMPL_fin_crit_ps=1040
export IMPL_core_area_sq_mm=0.0259
export IMPL_cp_data_required_time_ps=800
export IMPL_antenna_found_initial=0
export IMPL_grt_pass1_wl_mm=23.1
export IMPL_drv_cap=0
export IMPL_cts_hold_buf=0
export IMPL_port_buffers=258
export IMPL_ys_top_logic_family="multiplexers"
export IMPL_syn_avg_cell_area_sq_um=11.3
export IMPL_num_rows=59
export IMPL_synthXorXnorAreaFrac_pct=0
export IMPL_intPower_uw=10300
export IMPL_comb_power_share_pct=11.8
export IMPL_die_h_um=182
export IMPL_max_freq_mhz=957
export IMPL_largest_reg_flops=128
export IMPL_wl_per_cell_um=15.0
export IMPL_top_area_cell="dfxtp_1"
export IMPL_peakVddDrop_mv=0.870
export IMPL_cts_path_max_buffers=2
export IMPL_overflow=0
export IMPL_clk_latency_ps=410
export IMPL_cts_root_buf="clkbuf_16"
export IMPL_postRouteWirelength_mm=15.4
export IMPL_gp_congestion=0.762
export IMPL_drtAntennaViolNets=0
export IMPL_h_tree_depth=4
export IMPL_critPathBufInv=1
export IMPL_grt_start_max_net_pins=66
export IMPL_regMostFlops="Data_Out"
export IMPL_route_vias_total=3735
export IMPL_top_cells_by_area="dfxtp_1 (55%), mux2i_1 (28%), nor2_1 (10%)"
export IMPL_fa_ha_area_share_pct=0
export IMPL_largest_registers="Data_Out: 128 flops"
export IMPL_synth_compound_area_share_pct=0
export IMPL_area_growth_pct=65.1
export IMPL_ys_chip_area_sq_mm=0.00465
export IMPL_fillers=2668
export IMPL_p_leak_uw=0.00365
export IMPL_num_io_pins=259
export IMPL_sequentialPowerShare_pct=42.0
export IMPL_tool_warnings=27
export IMPL_cpLargestDelayFamily="flip-flops"
export IMPL_powerDensity_mw_per_mm2=1740
export IMPL_syn_area_sq_mm=0.00465
export IMPL_worst_pin_slew_ps=326
export IMPL_dp_hpwl_mm=11.3
export IMPL_track_usage_pct=8.83
export IMPL_clk_pin_slew_ps=60
==> repair_timing <==
action / CTS / global route
gates resized: 545 / 5
gates cloned: 0 / 0
setup buffers: 0 / 3
endpoints found under the setup margin: 128 / 128
==> cell type report <==
class                   count  area [sq um]  area share, %
repair buffers            275          2190           28.6
clock buffers              21           470           6.13
flip-flops and latches    128          2720           35.5
multi-input cells         256          1760           22.9
clock inverters            10           111           1.45
well taps                 335           419           5.46
==> worst register-to-register path, delay by kind of cell, from the launching register on <==
family,cells,cell delay (ps)
DFF,1,310
buffers and inverters,1,120
muxes,1,120
and+or+nand+nor,1,60
==> final timing paths <==
kind	from	end	slack, ps	cells after the start
min	Reset	Data_Out[38]	260	3
max reg2reg	Data_Out[90]	Data_Out[90]	270	3
max	Data_Out[127]	Data_Out[127]	-40	1
min reg2reg	Data_Out[20]	Data_Out[20]	470	2
==> cell families after synthesis <==
family	count (synthesis)
and+or+nand+nor	128
buffers and inverters	28
muxes	128
DFF	128
==> per-stage QoR <==
stage	setup TNS [ps]	area, sq um	total power, uW	hold slack (ps)	cells
2_1_floorplan	0	4650	6280	347	412
3_3_place_gp	-4970	7500	7500	470	991
3_5_place_dp	-6830	7500	7520	479	991
4_1_cts	-7190	7620	13600	265	1022
5_1_grt	-9220	7680	14000	274	1025
6_report	-3430	7680	13300	263	1025
==> synthesized netlist by cell type, drive strengths merged <==
library cell  instances
buf                  17
mux2i               128
nor2                128
dfxtp               128
clkbuf               11
==> power by group through the flow <==
stage	Combinational [uW]	Sequential, uW	Clock [uW]
4_1_cts	1590	5600	6410
5_1_grt	1740	5640	6650
6_report	1580	5600	6160
==> metal layers <==
layer  wire [um]  track usage (%)
met1        6850             11.7
met2        6540             12.9
met5           0                0
met3        1840             4.83
met4         162             1.01
==> cell usage in the layout, fill, tap and decap left out <==
master,instances
buf_6,9
clkinv_2,4
dfxtp_2,128
clkdlybuf4s50_1,128
buf_4,12
clkinv_4,1
mux2i_1,128
buf_12,6
bufinv_16,2
clkbuf_8,3
clkbuf_1,1
buf_2,120
clkinvlp_4,3
clkbuf_16,17
nor2_1,128
Power is estimated from default activity; no workload was simulated.
