File: flow/config.mk
export PLATFORM = sky130hd
export DESIGN_NAME = AddRoundkey
export DESIGN_NICKNAME = AddRoundkey
export VERILOG_FILES = /design/flow/design.v
export SDC_FILE = /design/flow/constraint.sdc
export NUM_CORES = 4
export LEC_CHECK = 1
export CORE_AREA = 10 10 154 154
export DIE_AREA = 0 0 164 164
File: flow/constraint.sdc
current_design AddRoundkey

set clk_period 1.0
set clk_io_pct 0.2

create_clock -name clk0 -period $clk_period

set non_clock_inputs [all_inputs -no_clocks]
set_input_delay [expr $clk_period * $clk_io_pct] -clock clk0 $non_clock_inputs
set_output_delay [expr $clk_period * $clk_io_pct] -clock clk0 [all_outputs]
File: flow/design.v
package SLC3_2;
   parameter op_ADD = 4'b0001;  
   parameter op_AND = 4'b0101;
   parameter op_NOT = 4'b1001;
   parameter op_BR  = 4'b0000;
   parameter op_JMP = 4'b1100;
   parameter op_JSR = 4'b0100;
   parameter op_LDR = 4'b0110;
   parameter op_STR = 4'b0111;
   parameter op_PSE = 4'b1101;
   parameter NO_OP = 15'b0;    
   parameter R0 = 3'b000;       
   parameter R1 = 3'b001;
   parameter R2 = 3'b010;
   parameter R3 = 3'b011;
   parameter R4 = 3'b100;
   parameter R5 = 3'b101;
   parameter R6 = 3'b110;
   parameter R7 = 3'b111;
   parameter p   = 3'b001;      
   parameter z   = 3'b010;
   parameter zp  = 3'b011;
   parameter n   = 3'b100;
   parameter np  = 3'b101;
   parameter nz  = 3'b110;
   parameter nzp = 3'b111;
   parameter outHEX = -1;
   parameter inSW = -1;
   function [15:0] opCLR ( input [2:0] DR );
      opCLR[15:12] = op_AND;
      opCLR[11: 9] = DR;
      opCLR[ 8: 6] = DR;
      opCLR[ 5   ] = 1'b1;
      opCLR[ 4: 0] = 5'b0;
   endfunction
   function [15:0] opAND ( input [2:0] DR, SR1, SR2 );
      opAND[15:12] = op_AND;
      opAND[11: 9] = DR;
      opAND[ 8: 6] = SR1;
      opAND[ 5: 3] = 3'b0;
      opAND[ 2: 0] = SR2;
   endfunction
   function [15:0] opANDi ( input [2:0] DR, SR, integer imm5 );
      opANDi[15:12] = op_AND;
      opANDi[11: 9] = DR;
      opANDi[ 8: 6] = SR;
      opANDi[ 5   ] = 1'b1;
      opANDi[ 4: 0] = imm5[4:0];
   endfunction
   function [15:0] opADD ( input [2:0] DR, SR1, SR2 );
      opADD[15:12] = op_ADD;
      opADD[11: 9] = DR;
      opADD[ 8: 6] = SR1;
      opADD[ 5: 3] = 3'b0;
      opADD[ 2: 0] = SR2;
   endfunction
   function [15:0] opADDi ( input [2:0] DR, SR, integer imm5 );
      opADDi[15:12] = op_ADD;
      opADDi[11: 9] = DR;
      opADDi[ 8: 6] = SR;
      opADDi[ 5   ] = 1'b1;
      opADDi[ 4: 0] = imm5[4:0];
   endfunction
   function [15:0] opINC ( input [2:0] DR );
      opINC[15:12] = op_ADD;
      opINC[11: 9] = DR;
      opINC[ 8: 6] = DR;
      opINC[ 5   ] = 1'b1;
      opINC[ 4: 0] = 1;
   endfunction
   function [15:0] opDEC ( input [2:0] DR );
      opDEC[15:12] = op_ADD;
      opDEC[11: 9] = DR;
      opDEC[ 8: 6] = DR;
      opDEC[ 5   ] = 1'b1;
      opDEC[ 4: 0] = -1;
   endfunction
   function [15:0] opNOT ( input [2:0] DR, SR );
      opNOT[15:12] = op_NOT;
      opNOT[11: 9] = DR;
      opNOT[ 8: 6] = SR;
      opNOT[ 5: 0] = 5'b1;
   endfunction
   function [15:0] opBR ( input [2:0] condition, integer PCoffset9 );
      opBR[15:12] = op_BR;
      opBR[11: 9] = condition;
      opBR[ 8: 0] = PCoffset9[8:0];
   endfunction
   function [15:0] opJMP ( input [2:0] BaseR );
      opJMP[15:12] = op_JMP;
      opJMP[11: 9] = 3'b0;
      opJMP[ 8: 6] = BaseR;
      opJMP[ 5: 0] = 6'b0;
   endfunction
   function [15:0] opRET ( );
      opRET[15:12] = op_JMP;
      opRET[11: 9] = 3'b0;
      opRET[ 8: 6] = R7;
      opRET[ 5: 0] = 6'b0;
   endfunction
   function [15:0] opJSR ( input integer PCoffset11 );
      opJSR[15:12] = op_JSR;
      opJSR[11   ] = 1'b1;
      opJSR[10: 0] = PCoffset11[10:0];
   endfunction
   function [15:0] opLDR ( input [2:0] DR, BaseR, integer offset6 );
      opLDR[15:12] = op_LDR;
      opLDR[11: 9] = DR;
      opLDR[ 8: 6] = BaseR;
      opLDR[ 5: 0] = offset6[5:0];
   endfunction
   function [15:0] opSTR ( input [2:0] SR, BaseR, integer offset6 );
      opSTR[15:12] = op_STR;
      opSTR[11: 9] = SR;
      opSTR[ 8: 6] = BaseR;
      opSTR[ 5: 0] = offset6[5:0];
   endfunction
   function [15:0] opPSE ( input [11:0] ledVect12 );
      opPSE[15:12] = op_PSE;
      opPSE[11: 0] = ledVect12;
   endfunction
endpackage
module AddRoundkey (
input logic [127:0]key,
input logic [127:0] Rkey,
output logic [127:0] KeyNext
);
always_comb begin
KeyNext[7:0]     = key[7:0]     ^  Rkey[7:0]     ;
KeyNext[15:8]    = key[15:8]    ^  Rkey[15:8]    ;
KeyNext[23:16]   = key[23:16]   ^  Rkey[23:16]   ;
KeyNext[31:24]   = key[31:24]   ^  Rkey[31:24]   ;
KeyNext[39:32]   = key[39:32]   ^  Rkey[39:32]   ;
KeyNext[47:40]   = key[47:40]   ^  Rkey[47:40]   ;
KeyNext[55:48]   = key[55:48]   ^  Rkey[55:48]   ;
KeyNext[63:56]   = key[63:56]   ^  Rkey[63:56]   ;
KeyNext[71:64]   = key[71:64]   ^  Rkey[71:64]   ;
KeyNext[79:72]   = key[79:72]   ^  Rkey[79:72]   ;
KeyNext[87:80]   = key[87:80]   ^  Rkey[87:80]   ;
KeyNext[95:88]   = key[95:88]   ^  Rkey[95:88]   ;
KeyNext[103:96]  = key[103:96]  ^  Rkey[103:96]  ;
KeyNext[111:104] = key[111:104] ^  Rkey[111:104] ;
KeyNext[119:112] = key[119:112] ^  Rkey[119:112] ;
KeyNext[127:120] = key[127:120] ^  Rkey[127:120] ;
end
endmodule
File: flow/run.sh
#!/bin/bash
# OpenROAD 26Q1-2900-gdf79404cd8, Yosys 0.63+post, stock flow scripts
make -C /OpenROAD-flow-scripts/flow DESIGN_CONFIG=/design/flow/config.mk WORK_HOME=/design/flow/orfs finish
==> notes.md <==
Implementation results are summarized by area below.

Logic synthesis
The combined area of all synthesized cells is 1121 µm². By count the netlist is led by xor2_1 (128). The number of cells in Yosys stat is 128. Counting distinct cell types in the post-synthesis netlist gives 1.

Yosys reports that the leading cell type by area covers 100.0% of the netlist area. After synthesis, the mean cell area works out to 8.758 µm². xor2_1 is the most common cell in the netlist. The synthesis report lists the Yosys warning total as 1. Ranked by total cell area, the synthesized netlist is headed by xor2_1 (100%). The cell type with the highest aggregate area in the netlist is xor2_1. The Yosys chip area is 1121 µm². The synthesized netlist handed to floorplanning was reported with a cell count of 128. The sequential-to-total area share from yosys stat is 0%.

Critical path
The worst setup path is launched from an input port. The origin of the worst setup path is key[36]. The delay of the slowest critical-path stage is 0.24 ns. The critical path contains buffers and inverters numbering 2 combined.

The data arrival time reported for the critical path is 0.79 ns. The worst endpoint required time is 0.80 ns. Looking at the critical path, the highest net fanout was 1. The slowest cell on the critical path is dlygate4sd2_1.

The critical path goes through dlygate4sd2_1, xor2_1, buf_2. The type of element capturing the critical path is a primary output. The startpoint-to-endpoint class of the critical path is in -> out. The kind of cell with the highest combined delay along the critical path is buffers and inverters.

Run
The reported max-cap violation count is 0. The tally of OpenROAD warnings is 32.

Drt
The first-pass iteration count of the detailed router is 3. The highest routing layer actually used is met4. The detailed router reports a met3 wire length of 1.525 mm. The met1 wire length is 4.201 mm.

The routed length on met2 is 6.080 mm. The post-route DRC violation count is 0. The wire length recorded after detailed routing is 11.86 mm. In the final routed layout, each cell accounts on average for 15.15 µm.

The via count is 2285. Nets still carrying antenna violations after routing amount to 0. The number of vias per cell is 2.918. The initial detailed-routing violation count is 19.

Placement
In this run the cell area measured after placement is 5318 µm². After detailed placement, the design holds a cell count of 784. Detailed placement ended at an HPWL of 11.50 mm. The count of buffers from port buffering is 384.

Per the gpl log, the routability congestion estimate is 0.8442.

STA
Subtracting the final worst setup slack from the clock period gives 0.9850 ns. Setup repair after global routing left no endpoint under its margin. The final number of max-transition violations is 0. The worst path uses 98.50% of the clock period. The flow reports an fmax of 1015 MHz. The worst slew margin relative to its limit is 85.49%.

The total setup violations reported at the end of the flow is 0. The transition time recorded at the tightest slew-check pin is 0.2170 ns. Per the final timing report, the hold violations number 0.

Layout
The share of layout cells above drive strength 1 is 27.15%. The sequential standard cell area is 0 µm². Summing all non-filler instances in the final layout gives an area of 4418 µm². After the flow finishes, the layout carries non-filler instances totaling 783.

Per the run report, area growth between synthesis and finish was 294.1%. The number of fill cells is 2426. Cells fill 21.76% of the core in the end.

After layout, the clock buffer instance count stands at 0. The number of sequential cells reported for the layout is 0.

Pwr
The power report puts the leakage power at 0.002400 µW. The worst VDD IR drop from the latest analysis is 0.07758 mV. For this design the ratio of total power to cell area is 353.3 nW/µm².

GRT
The number of global-route vias before repair is 2534. The first global-routing pass estimated 15.55 mm of wire. The initial antenna violation count is 1. Entering global routing, the biggest net connects 2 pins. Global routing used 7.538% of the available tracks across all layers. The sum of overflow across all layers after global routing is 0.

Die
The initial core utilization is 5.523%. The vertical extent of the die is 164 µm. The number of top-level design ports is 384. The die is 164 µm wide. The chip occupies 26900 µm².

The core area is 20300 µm². Row generation in the floorplan step produced 52 rows.

Clock network
The post-cts hold-fix buffer tally is 0. The number of buffers inserted by post-CTS setup repair is 0.

Outcome
The run finished with clean final reports.

Min path
For the worst min-delay path, the startpoint reported by OpenROAD is key[30]. The worst hold path belongs to the class in -> out.
layout by cell type, fill, tap and decap left out:
cell type / instances
buf_2: 126
clkdlybuf4s15_2: 2
xor2_1: 120
xor2_2: 8
clkbuf_2: 3
dlygate4sd2_1: 243
diode_2: 1
clkdlybuf4s15_1: 10
layout make-up:
type	count	area, µm²	area share, %
timing repair buffer	384	2897	65.56
multi-input combinational	128	1181	26.73
tap	270	337.8	7.647
antenna	1	2.502	0.05664
kinds of logic (layout without fill, tap and decap cells):
logic type                after synthesis  in the layout  synth area share, %
xor gates and xnor gates              128            128                100.0
buffers and inverters                   0            384                    0
other                                   0              1                    0
stage by stage:
step | hold slack (ns) | TNS [ns] | power, µW | setup slack, ns
floorplan | 0.4252 | 0 | 212.7 | 0.4807
global placement | 1.330 | -68.25 | 2489 | -0.8416
detailed placement | 1.334 | -68.27 | 2483 | -0.8463
CTS | 0.7364 | 0 | 1622 | 0.00005362
global route | 0.7403 | 0 | 1738 | 0.004290
finish | 0.7175 | 0 | 1561 | 0.01498
per-layer routing:
metal	vias up	global-route usage, %
met1	946	7.889
li1	1146	-
met3	2	3.227
met5	-	0
met4	0	0.3656
met2	191	14.26
power by group:
part,total [µW],internal [µW],switching [µW],leakage (µW)
combinational,1560,1050,507,0.00240
clock,0.000134,0.000134,0,0.00000000634
sequential,0,0,0,0
total,1560,1050,507,0.00240
repair_timing:
item,CTS,global route
resized,678,8
pin swaps,126,5
endpoints found under the setup margin,128,6
worst min-delay path: cells and delay by family:
family / cells / cell delay [ns]
XOR/XNOR: 1 / 0.09
buffers and inverters: 2 / 0.23
final timing paths:
kind	to	depth (start not counted)
setup / recovery	KeyNext[36]	3
hold / removal	KeyNext[30]	3
No activity file was given, so power comes from the tool's default toggle rates.
