==> flow/run.sh <==
#!/bin/bash
# OpenROAD 26Q1-2900-gdf79404cd8, Yosys 0.63+post, stock flow scripts
make -C /OpenROAD-flow-scripts/flow DESIGN_CONFIG=/design/flow/config.mk WORK_HOME=/design/flow/orfs finish
==> flow/config.mk <==
export PLATFORM = sky130hd
export DESIGN_NAME = mux
export DESIGN_NICKNAME = mux
export VERILOG_FILES = /design/flow/design.v
export SDC_FILE = /design/flow/constraint.sdc
export NUM_CORES = 4
export LEC_CHECK = 1
export CORE_AREA = 10 10 251 251
export DIE_AREA = 0 0 261 261
==> flow/constraint.sdc <==
current_design mux

set clk_period 17.2
set clk_io_pct 0.2

create_clock -name clk0 -period $clk_period

set non_clock_inputs [all_inputs -no_clocks]
set_input_delay [expr $clk_period * $clk_io_pct] -clock clk0 $non_clock_inputs
set_output_delay [expr $clk_period * $clk_io_pct] -clock clk0 [all_outputs]
==> flow/design.v <==
package SLC3_2;
   parameter op_ADD = 4'b0001;  
   parameter op_AND = 4'b0101;
   parameter op_NOT = 4'b1001;
   parameter op_BR  = 4'b0000;
   parameter op_JMP = 4'b1100;
   parameter op_JSR = 4'b0100;
   parameter op_LDR = 4'b0110;
   parameter op_STR = 4'b0111;
   parameter op_PSE = 4'b1101;
   parameter NO_OP = 15'b0;    
   parameter R0 = 3'b000;       
   parameter R1 = 3'b001;
   parameter R2 = 3'b010;
   parameter R3 = 3'b011;
   parameter R4 = 3'b100;
   parameter R5 = 3'b101;
   parameter R6 = 3'b110;
   parameter R7 = 3'b111;
   parameter p   = 3'b001;      
   parameter z   = 3'b010;
   parameter zp  = 3'b011;
   parameter n   = 3'b100;
   parameter np  = 3'b101;
   parameter nz  = 3'b110;
   parameter nzp = 3'b111;
   parameter outHEX = -1;
   parameter inSW = -1;
   function [15:0] opCLR ( input [2:0] DR );
      opCLR[15:12] = op_AND;
      opCLR[11: 9] = DR;
      opCLR[ 8: 6] = DR;
      opCLR[ 5   ] = 1'b1;
      opCLR[ 4: 0] = 5'b0;
   endfunction
   function [15:0] opAND ( input [2:0] DR, SR1, SR2 );
      opAND[15:12] = op_AND;
      opAND[11: 9] = DR;
      opAND[ 8: 6] = SR1;
      opAND[ 5: 3] = 3'b0;
      opAND[ 2: 0] = SR2;
   endfunction
   function [15:0] opANDi ( input [2:0] DR, SR, integer imm5 );
      opANDi[15:12] = op_AND;
      opANDi[11: 9] = DR;
      opANDi[ 8: 6] = SR;
      opANDi[ 5   ] = 1'b1;
      opANDi[ 4: 0] = imm5[4:0];
   endfunction
   function [15:0] opADD ( input [2:0] DR, SR1, SR2 );
      opADD[15:12] = op_ADD;
      opADD[11: 9] = DR;
      opADD[ 8: 6] = SR1;
      opADD[ 5: 3] = 3'b0;
      opADD[ 2: 0] = SR2;
   endfunction
   function [15:0] opADDi ( input [2:0] DR, SR, integer imm5 );
      opADDi[15:12] = op_ADD;
      opADDi[11: 9] = DR;
      opADDi[ 8: 6] = SR;
      opADDi[ 5   ] = 1'b1;
      opADDi[ 4: 0] = imm5[4:0];
   endfunction
   function [15:0] opINC ( input [2:0] DR );
      opINC[15:12] = op_ADD;
      opINC[11: 9] = DR;
      opINC[ 8: 6] = DR;
      opINC[ 5   ] = 1'b1;
      opINC[ 4: 0] = 1;
   endfunction
   function [15:0] opDEC ( input [2:0] DR );
      opDEC[15:12] = op_ADD;
      opDEC[11: 9] = DR;
      opDEC[ 8: 6] = DR;
      opDEC[ 5   ] = 1'b1;
      opDEC[ 4: 0] = -1;
   endfunction
   function [15:0] opNOT ( input [2:0] DR, SR );
      opNOT[15:12] = op_NOT;
      opNOT[11: 9] = DR;
      opNOT[ 8: 6] = SR;
      opNOT[ 5: 0] = 5'b1;
   endfunction
   function [15:0] opBR ( input [2:0] condition, integer PCoffset9 );
      opBR[15:12] = op_BR;
      opBR[11: 9] = condition;
      opBR[ 8: 0] = PCoffset9[8:0];
   endfunction
   function [15:0] opJMP ( input [2:0] BaseR );
      opJMP[15:12] = op_JMP;
      opJMP[11: 9] = 3'b0;
      opJMP[ 8: 6] = BaseR;
      opJMP[ 5: 0] = 6'b0;
   endfunction
   function [15:0] opRET ( );
      opRET[15:12] = op_JMP;
      opRET[11: 9] = 3'b0;
      opRET[ 8: 6] = R7;
      opRET[ 5: 0] = 6'b0;
   endfunction
   function [15:0] opJSR ( input integer PCoffset11 );
      opJSR[15:12] = op_JSR;
      opJSR[11   ] = 1'b1;
      opJSR[10: 0] = PCoffset11[10:0];
   endfunction
   function [15:0] opLDR ( input [2:0] DR, BaseR, integer offset6 );
      opLDR[15:12] = op_LDR;
      opLDR[11: 9] = DR;
      opLDR[ 8: 6] = BaseR;
      opLDR[ 5: 0] = offset6[5:0];
   endfunction
   function [15:0] opSTR ( input [2:0] SR, BaseR, integer offset6 );
      opSTR[15:12] = op_STR;
      opSTR[11: 9] = SR;
      opSTR[ 8: 6] = BaseR;
      opSTR[ 5: 0] = offset6[5:0];
   endfunction
   function [15:0] opPSE ( input [11:0] ledVect12 );
      opPSE[15:12] = op_PSE;
      opPSE[11: 0] = ledVect12;
   endfunction
endpackage
module mux(
input logic [127:0]InvShiftRows,
input logic [127:0]InvSubBytes,
input logic [127:0]AddRoundKey,
input logic [127:0]InvMixCol,
input logic[1:0]Select,
output logic [127:0] MuxOut
);
always_comb begin
if(Select == 2'b00)      begin
MuxOut = InvShiftRows;
		end
else if (Select == 2'b01) begin
MuxOut = InvSubBytes;
		end
else if (Select == 2'b10) begin
MuxOut = AddRoundKey;
		end
else  begin
MuxOut = InvMixCol;
		end
end
endmodule
==> results.sh <==
# implementation run metrics
export IMPL_status="finished clean"
export IMPL_worstMarginPinSlew_ps=746
export IMPL_cp_startpoint="Select[0]"
export IMPL_chipArea_um2=68100
export IMPL_post_layout_nonfiller_instances=1543
export IMPL_drt_first_iter_violations=239
export IMPL_ir_drop_mv=0.0121
export IMPL_hold_violations=0
export IMPL_setup_violations_final=0
export IMPL_fp_dieH_um=261
export IMPL_logic_area_um2=2880
export IMPL_ys_warn_count=1
export IMPL_crit_path_end_kind="output pin"
export IMPL_grt_usage_pct=10.2
export IMPL_p_leak_uw=0.00336
export IMPL_min_period_ps=9490
export IMPL_hold_path_class="input port to output pin"
export IMPL_cts_setup_buffers=0
export IMPL_lay_top_count="clkdlybuf4s50_1"
export IMPL_io_pins=642
export IMPL_placed_cells=1540
export IMPL_syn_to_final_growth_pct=223
export IMPL_routed_wl_um=37000
export IMPL_worstPathRequired_ps=13760
export IMPL_grt_overflow=0
export IMPL_grt_pass1_wl_um=47900
export IMPL_grt_max_degree=52
export IMPL_regArea_um2=0
export IMPL_drc=0
export IMPL_hpwlAfterDp_um=34400
export IMPL_grt_antenna_before_repair=11
export IMPL_grt_pass1_vias=5731
export IMPL_yosysTopAreaCellShare_pct=90.2
export IMPL_nClkBuffers=0
export IMPL_cap_violations=0
export IMPL_relSlewSlack_pct=50.3
export IMPL_layout_drive_gt1_share_pct=17.4
export IMPL_crit_path_max_fanout=35
export IMPL_fillers=6244
export IMPL_yosysCellCount=156
export IMPL_place_congestion=1.00
export IMPL_syn_avg_cell_area_um2=20.5
export IMPL_wl_per_cell_um=24.0
export IMPL_power_density_nw_per_um2=25.8
export IMPL_rsz0062_at_grt="false"
export IMPL_synthTopCellsByArea="mux4_2, buf_12, buf_2, buf_6, clkbuf_1"
export IMPL_num_rows=88
export IMPL_top_area_cell="mux4_2"
export IMPL_path_class="input port to output pin"
export IMPL_io_buffer_count=642
export IMPL_ys_seq_share_pct=0
export IMPL_initCoreUtil_pct=5.55
export IMPL_flop_count=0
export IMPL_synthCells=156
export IMPL_setup_worst_path_end="MuxOut[16]"
export IMPL_ys_chip_area_um2=3200
export IMPL_cts_resized=0
export IMPL_syn_area_um2=3200
export IMPL_routed_via_density=3.20
export IMPL_firstDrtPassIters=4
export IMPL_cts_hold_buf=0
export IMPL_critPathLaunchType="input port"
export IMPL_coreArea_um2=57600
export IMPL_period_used_pct=55.2
export IMPL_ant_nets=0
export IMPL_fmax_mhz=105
export IMPL_dr_total_vias=4935
export IMPL_synth_distinct_cells=5
export IMPL_die_width_um=261
export IMPL_setup_tns_ps=0
export IMPL_warnings=32
export IMPL_cp_data_arrival_time_ps=6050
export IMPL_slew_violations=0
export IMPL_layout_top_cells="clkdlybuf4s50_1, mux4_2, buf_4"
==> cell type report <==
class              count  area share (%)
repair buffers       647            62.7
well taps            765            9.28
multi-input cells    128            27.9
diodes                 3          0.0728
==> metal layers <==
layer  track usage [%]  share of wire (%)  vias up  wire [um]
met5                 0               0.25        -         92
met3              5.19                 13       30       4980
li1                  -                  -     2065          -
met2              17.2                 49      446      18200
met1              11.7                 36     2380      13300
met4              1.51                1.3       14        484
==> report_power, final <==
part           internal (uW)  total, uW  switching, uW
logic                    198        266           68.2
clock network      0.0000235  0.0000235              0
registers                  0          0              0
total                    198        266           68.2
==> stage by stage <==
stage / setup WS (ps) / hold WS [ps] / total power, uW / utilization, % / area (um^2)
floorplan: 9490 / 7060 / 65.6 / - / 3200
global placement: 7600 / 7800 / 273 / 17.9 / 10300
detailed placement: 7600 / 7800 / 272 / 17.9 / 10300
CTS: 7600 / 7800 / 274 / 17.9 / 10300
global route: 7430 / 7820 / 283 / 17.9 / 10300
finish: 7710 / 7780 / 266 / 17.9 / 10300
==> Yosys cell counts <==
cell type  instances
clkbuf_1           1
buf_2             13
buf_12            10
mux4_2           128
buf_6              4
==> worst min-delay path by stage <==
stage | start | endpoint | slack (ps) | depth (start not counted)
CTS | Select[1] | MuxOut[120] | 7800 | 3
global route | Select[1] | MuxOut[118] | 7820 | 3
finish | Select[1] | MuxOut[120] | 7780 | 3
==> critical path, stage by stage <==
cell and delay [ps]:
clkbuf_8 370, buf_4 510, buf_4 590, mux4_2 610
clkdlybuf4s50_1 450
==> logic make-up after synthesis <==
kind of cell	share of synthesized area [%]
buffers and inverters	9.82
muxes	90.2
No activity file was given, so power comes from the tool's default toggle rates.
